**design/flow/config.mk**
```make
export PLATFORM = sky130hd
export DESIGN_NAME = CSR
export DESIGN_NICKNAME = CSR
export VERILOG_FILES = /design/flow/design.v
export SDC_FILE = /design/flow/constraint.sdc
export NUM_CORES = 4
export LEC_CHECK = 1
export CORE_UTILIZATION = 40
```
**design/flow/constraint.sdc**
```tcl
current_design CSR

set clk_period 9.5
set clk_io_pct 0.2

create_clock -name clk0 -period $clk_period [get_ports {CLK}]

set non_clock_inputs [all_inputs -no_clocks]
set_input_delay [expr $clk_period * $clk_io_pct] -clock clk0 $non_clock_inputs
set_output_delay [expr $clk_period * $clk_io_pct] -clock clk0 [all_outputs]
```
**design/flow/design.v**
```verilog
interface PCI(input CLK);  
endinterface  
`timescale 1ns / 1ps
module CSR(
    input CLK,
    input RESET,
    input MRET_EXEC,
    input INT_TAKEN,
    input [11:0] ADDR,
    input CSR_WE,
    input [31:0] PC,
    input [31:0] WD,
    output logic MSTATUS,
    output logic [31:0] MEPC,
    output logic [31:0] MTVEC,
    output logic [31:0] RD
    );
    logic [31:0] mstatus;
    assign MSTATUS = mstatus[3];
    always_comb begin
        case (ADDR)
            12'h300: RD = mstatus;
            12'h305: RD = MTVEC;
            12'h341: RD = MEPC;
            default: RD = 32'hbad0bad0;
        endcase
    end
    always_ff @( posedge CLK ) begin 
        if (RESET) begin
            mstatus <= 32'h0;
            MEPC <= 32'h0;
            MTVEC <= 32'h0;
        end 
        else if (MRET_EXEC) begin
            mstatus[3] <= mstatus[7];
            mstatus[7] <= 1'b0;
        end
        else if (CSR_WE) begin
            if(ADDR == 12'h341)begin
                MEPC <= PC;
            end
            else if(ADDR == 12'h305)begin
                MTVEC <= WD;
            end
            else if(ADDR == 12'h300)begin
                mstatus <= WD;
            end
        end
        else if (INT_TAKEN) begin
            mstatus[7] <= mstatus[3];
            mstatus[3] <= 1'b0;
            MEPC <= PC;
        end
    end
endmodule
```
**design/flow/run.sh**
```bash
#!/bin/bash
# OpenROAD 26Q1-2900-gdf79404cd8, Yosys 0.63+post, stock flow scripts
make -C /OpenROAD-flow-scripts/flow DESIGN_CONFIG=/design/flow/config.mk WORK_HOME=/design/flow/orfs finish
```
==> results.txt <==
Implementation progress

The report lists the power per cell area as 127 nW/um2. The tightest slew margin relative to the limit stands at 49.0%. OpenROAD emitted warnings numbering 25. The synthesis-to-layout area growth stands at 35.5%.

Wires add up to 18200 um. The number of antenna violations at the first check in global routing stands at 0. The launch point of the critical path was reported as ADDR[6]. The async set or reset register ratio after synthesis stands at 0%. The post-cts hold buffer count stands at 0.

The fraction of final layout cells sized beyond drive strength 1 stands at 5.98%. The setup slack of the most critical reg-to-reg path stands at 8.60 ns. The final cycle utilization of the critical path stands at 73.1%. After floorplanning, the die was sized to cover 13900 um2. No sink is reached through more buffers than the 2 on the longest clock path.

The final total power stands at 924 uW. The global-route wire length before repair stands at 28800 um. The worst setup path is captured at a primary output. TritonCTS built the clock tree. The final clock skew stands at 0.00171 ns. The detailed router placed 5765 vias in this run. The tree is rooted in a sky130_fd_sc_hd__clkbuf_16. The number of design rule violations left after detail routing stands at 0. Looking at the reg2reg group, the worst path starts from mstatus[3]. STA classifies the critical path startpoint as an input pin. The post-route antenna net violation count stands at 0. Yosys reports a chip area of 5390 um2.

The number of gates resized after CTS was 0. The number of register bits inferred by synthesis stands at 96. Per the repair_timing log after CTS, setup buffers inserted total 0. The number of clock sinks stands at 96. In this run the count of I/O pins placed on the die edge is 178. The top cell type in the final layout, fill and taps aside, is sky130_fd_sc_hd__clkdlybuf4s50_1. The pin count of the biggest net entering global routing stands at 72. The row count stands at 42. The capture point of the worst register-to-register path is recorded as mstatus[3]. For the pin with the worst max-slew slack, the measured transition is 0.760 ns. The count of endpoints failing hold in the final timing report stands at 0. Per the detail_route report, vias per standard cell equal 5.70. Counting pins that exceed their max-slew limit in the final report gives 0. The count of port buffers added during placement stands at 177.

The maximum frequency from static timing analysis stands at 144 MHz. Per Yosys stat, the portion of area used by sequential elements is 35.7%. Setup repair after global routing left no endpoint under its margin. Per the CTS log, the maximum H-tree level is 3. After technology mapping, the gate count stands at 712.

By startpoint and endpoint, the worst setup path is classified as in -> out. The via count of the first global-routing pass stands at 5286. The cell area that synthesis handed to floorplanning was 5390 um2. The OpenROAD report gives the critical path a data arrival time of 5.05 ns.

The routed design could run at a clock period as short as 6.95 ns. After global routing the overflow that remains totals 0. The CTS buffer count stands at 9. The flow ran to the end, and the final reports show no timing, DRC or antenna violations. The die is 118 um wide. The worst hold path belongs to the class reg -> reg.

The most critical setup path has its endpoint at RD[2]. The DRC marker count from the first detailed-route iteration stands at 619. On the worst setup and hold paths after CTS, the clock-pin slew comes to 0.07 ns. The insertion delay to the later sink of the worst-skew pair stands at 0.34 ns. Counting flops with a built-in enable in the synthesized netlist gives 0.

The die height stands at 118 um. The maximum fanout count along the critical path stands at 37. At the floorplan stage, the core utilization is reported as 40.8%. In the layout the commonest cells are sky130_fd_sc_hd__clkdlybuf4s50_1 (175), sky130_fd_sc_hd__nand2_1 (97), sky130_fd_sc_hd__dfxtp_1 (96). The average wire length per cell after detail routing stands at 18.0 um. The synthesis report names the predominant flop master as sky130_fd_sc_hd__dfxtp_1. The core region is 13200 um2. For this run, the detailed router's first-pass iteration total came to 5. The setup total negative slack stands at 0 ns.

The endpoint required time on the critical path stands at 7.60 ns. Per the detail_route report, inserted antenna diodes total 0. The global placer's final weighted congestion stands at 0.885. The overall track demand over capacity in global routing stands at 26.6%.

For this run, the final setup violation count is recorded as 0. The number of violations of the max-capacitance limit stands at 0. In the placement report, post-DP HPWL is listed as 11900 um.

For reference, the post-synthesis area per instance comes to 7.57 um2. The number of cell instances on the worst register-to-register path stands at 2. The largest voltage drop on the vdd net stands at 0.0000941 V. Per the hold report, the tightest min-delay path originates at mstatus[22].

For this run, the number of Yosys warnings is 1. For this design the static power due to leakage is 0.00240 uW. The number of cells in the yosys synthesis report stands at 712. The tally of unique sky130hd cells used after synthesis stands at 48.
## worst max-delay path, cell delays in order
cell	delay [ns]
sky130_fd_sc_hd__clkdlybuf4s50_1	0.75
sky130_fd_sc_hd__or3_1	0.57
sky130_fd_sc_hd__nor4_4	0.59
sky130_fd_sc_hd__buf_4	0.50
sky130_fd_sc_hd__a222oi_1	0.18
sky130_fd_sc_hd__inv_1	0.08
sky130_fd_sc_hd__clkdlybuf4s50_1	0.45
## cells in the mapped netlist (25+ instances only)
master	instances	area share, %
sky130_fd_sc_hd__a31oi_1	32	3.7
sky130_fd_sc_hd__dfxtp_1	96	36
sky130_fd_sc_hd__o21ai_1	30	2.8
sky130_fd_sc_hd__o21ai_0	34	3.2
sky130_fd_sc_hd__nor2_1	35	2.4
sky130_fd_sc_hd__o311ai_1	32	5.2
sky130_fd_sc_hd__clkbuf_1	50	3.5
sky130_fd_sc_hd__nand2b_1	25	2.9
sky130_fd_sc_hd__nand2_1	97	6.8
sky130_fd_sc_hd__nor3_1	35	3.3
sky130_fd_sc_hd__nand3_1	63	5.9
sky130_fd_sc_hd__a21oi_1	63	5.9
## through the flow
stage	instances	utilization, %	area (um2)	hold slack, ns	worst slack [ns]
floorplan	712	-	5390	0.446	4.47
global route	1012	55.4	7300	0.500	2.28
finish	1012	55.4	7300	0.482	2.55
global placement	996	53.0	6990	0.462	2.61
detailed placement	996	53.0	6990	0.471	2.62
CTS	1012	55.4	7300	0.480	2.58
## routing by layer
layer	global-route usage (%)	routed length, um	vias to the layer above
met1	37.4	7670	2679
met3	6.19	1370	13
met4	3.69	303	0
li1	-	-	2859
met2	43.3	8850	214
met5	0	0	-
## report_power, final
| part | internal, uW | leakage, uW | switching (uW) |
|---|---|---|---|
| Sequential | 411 | 0.000776 | 12.3 |
| Clock | 219 | 0.000153 | 157 |
| Combinational | 64.3 | 0.00147 | 60.5 |
## layout make-up
| cell class | instances | area [um2] |
|---|---|---|
| timing repair buffer | 189 | 1850 |
| sequential | 96 | 1920 |
| inverter | 10 | 37.5 |
| clock inverter | 4 | 52.6 |
| fill | 1196 | 5890 |
| clock buffer | 12 | 256 |
| tap | 176 | 220 |
| multi-input combinational | 525 | 2960 |
## worst min-delay path by stage
stage / to / cells past startpoint / slack, ns
finish: mstatus[22] / 2 / 0.48
CTS: mstatus[22] / 2 / 0.48
global route: mstatus[10] / 2 / 0.50
## logic make-up (layout without fill, tap and decap cells)
group	after synthesis	after routing	synth area share, %
AND/OR/NAND/NOR	283	283	26.4
buffers and inverters	91	215	9.69
AND-OR/OR-AND	242	242	28.3
flip-flops	96	96	35.7
## state kept, by name, summed over array words and instances (netlist names)
name,cells
MTVEC,32
MEPC,32
mstatus,32
Power and IR drop assume default switching activity.
