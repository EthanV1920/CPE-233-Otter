<file path="design/flow/run.sh">
#!/bin/bash
# OpenROAD 26Q1-2900-gdf79404cd8, Yosys 0.63+post, stock flow scripts
make -C /OpenROAD-flow-scripts/flow DESIGN_CONFIG=/design/flow/config.mk WORK_HOME=/design/flow/orfs finish
</file>
<file path="design/flow/config.mk">
export PLATFORM = sky130hd
export DESIGN_NAME = RegFile
export DESIGN_NICKNAME = RegFile
export VERILOG_FILES = /design/flow/design.v
export SDC_FILE = /design/flow/constraint.sdc
export NUM_CORES = 4
export LEC_CHECK = 1
export CORE_UTILIZATION = 50
</file>
<file path="design/flow/constraint.sdc">
current_design RegFile

set clk_period 10.0
set clk_io_pct 0.2

create_clock -name clk0 -period $clk_period [get_ports {CLK}]

set non_clock_inputs [all_inputs -no_clocks]
set_input_delay [expr $clk_period * $clk_io_pct] -clock clk0 $non_clock_inputs
set_output_delay [expr $clk_period * $clk_io_pct] -clock clk0 [all_outputs]
</file>
<file path="design/flow/design.v">
interface PCI(input CLK);  
endinterface  
`timescale 1ns / 1ps
module RegFile(
    input ENABLE,
    input CLK,
    input [4:0] ADR1,
    input [4:0] ADR2,
    input [4:0] WADR,
    input [31:0] WDATA,
    output logic [31:0] RS1,
    output logic [31:0] RS2
    );
    logic [31:0] register [0:31];
    always_ff @( posedge CLK ) begin
        if (ENABLE == 1) begin
            register[WADR] <= WDATA;
        end
    end
    always_comb begin
        if (ADR1 == 0) RS1 = 32'h0000_0000;
        else RS1 = register[ADR1];
        if (ADR2 == 0) RS2 = 32'h0000_0000;
        else RS2 = register[ADR2];
    end
endmodule
</file>
==> results_slide.txt <==
Key Metrics from the Run

Outcome
  • Status: complete, no violations

STA
  • Max Slew Vio Count: 0
  • Setup TNS: 0 ps
  • Final Hold Fails: 0
  • Period utilization: 0.817
  • F_max: roughly 0.12 GHz
  • Slew margin rel.: 0.0954
  • Slew at the pin with the worst max-slew slack: 1320 ps
  • Final setup margin: about 1800 ps
  • Final setup viols: 0
  • Period minus WS final: 8170 ps
  • RSZ-0062 raised after global routing: false

CTS
  • Clk root buf: clkbuf_16
  • Clock Sinks: 1024
  • CTS tree: built
  • H-tree levels: 3
  • Worst-path clk slew: 60 ps
  • Hold_buf cts: 0
  • # resized after CTS: 0
  • CTS Buf Count: 107
  • Postcts setup bufs: 0
  • CTS Buffer Depth: 3

Route
  • Drt total wl: 150 mm
  • Starting DRC count in detailed routing: 1765
  • DRT Pass-1 Iters: 5
  • Final routed wire length divided by cell count: around 38 um
  • Routed Antenna Nets: 0
  • Post-DR vias/cell: 6.88
  • Vias: approximately 27k
  • Detailed-route DRC error count: 0

Logic synthesis
  • Synth flops: 1024
  • Gate Count Post-Synth: 2460
  • Yosys synthesis chip area: 0.0473 mm2
  • Area leader, netlist: edfxtp_1
  • Dominant cell area share: 0.650
  • Ys Warns: 1
  • Top cells by count: 1024 x edfxtp_1, 381 x mux4_2, 302 x mux2i_1
  • Most common cell in the synthesized netlist: edfxtp_1
  • Unique cell types: 38
  • Dominant Register Cell: edfxtp_1
  • Synth Area per Inst: 19.2 um2
  • Post-synth ARST share: 0
  • Register area share after synthesis: 0.650
  • Largest cells by area after synthesis: edfxtp_1 65%, mux4_2 18%, mux2i_1 6.4%
  • Flip-flops with a built-in enable: 1024
  • # Cells Yosys: approximately 2.5k
  • Cell Area, Synth: 0.0473 mm2

Pwr
  • Internal: around 0.0074 W
  • Power Density: 178 mW/mm2
  • Max VDD drop: roughly 150 uV
  • Sw frac: 0.226
  • Seq pwr share: 0.504
  • Leak Pwr: between 15 and 20 nW
  • Clock power frac: 0.406
  • NetSw: 0.00215 W
  • Combinational power share: 0.090
  • PnR Total Power: 0.00952 W

Place
  • Placed cells: 3746
  • Pre-CTS setup slack: around 2100 ps
  • Hpwl dp: 85.8 mm
  • Port bufs: 112
  • DP Area: roughly 0.05 mm2
  • GPL Wtd Cong: 0.917

Setup path
  • Worst endpoint required time: 8000 ps
  • Critical path fanouts, max: 36
  • CP endpoint kind: output pin
  • Critical path arrival: between 6000 and 7000 ps
  • Setup CP Type: input port to output pin
  • Critical path startpoint category: input port

Floorplan
  • Core Density at Floorplan: 0.506
  • Die W: roughly 310 um
  • Core ar.: 0.0935 mm2
  • Die area: 0.0958 mm2
  • # rows: approximately 110
  • # IOs: 113
  • Die height: between 300 and 400 um

Global route
  • All-Layer GR Usage: 0.360
  • Largest net degree at the start of global routing: 80
  • Global-route wire length before repair: 213 mm
  • Initial antenna violation count: 4
  • Grt ovf: 0
  • Vias in the first global route: a little over 30k

Final layout
  • Final non-filler cell total: 3940
  • Filler cell count: 6758
  • Area Growth Syn to Fin: 13.3%
  • Max reg flops: 1024
  • Layout cells sized above 1: 0.278
  • Top flop regs: register (1024)
  • Final instance area: approximately 0.054 mm2
  • Biggest register: register

Run
  • Tool Warnings: 26
  • Max_cap viols: 0

Min path
  • Hold crit path type: input port to register
-- power groups by stage --
stage	Sequential, W	Clock [W]	Combinational, W
finish	0.00480	0.00386	0.000857
CTS	0.00480	0.00391	0.000847
global route	0.00480	0.00407	0.000903
-- stage by stage --
step,utilization,hold WS (ps)
final,0.573,2140
after global routing,0.573,2150
after CTS,0.573,2110
after detailed placement,0.537,2830
after global placement,0.537,2830
after floorplan,-,2100
-- worst paths after layout --
kind | from | end | slack [ps] | depth (start not counted)
max | ADR1[2] | RS1[0] | 1830 | 8
min | WDATA[6] | register[14][6] | 2140 | 2
-- critical path, cell delays in order --
cell and delay (ps):
buf_6 390, buf_4 530, buf_4 570, mux4_2 440, a22o_1 250, a2111oi_0 1090
nor3_1 310, clkdlybuf4s50_1 520
-- cell usage in the layout (no fill, tap or decap), types with 31 or more instances in the layout --
cell type,Yosys,layout
a2111oi_0,31,31
a211oi_1,43,43
a21oi_1,44,44
a22o_1,62,62
a22oi_1,88,88
buf_4,35,124
clkbuf_16,0,109
clkdlybuf4s50_1,0,104
edfxtp_1,1024,1024
mux2_2,32,32
mux2i_1,302,302
mux4_2,381,381
nor2_4,0,33
nor3_1,53,52
o221ai_1,31,31
o22ai_1,52,52
-- final cells by class --
cell class	instances	area, um2	area share
tap	1254	1570	0.0293
clock inverter	57	538	0.0100
antenna	1	2.50	0.0000467
clock buffer	135	2830	0.0527
sequential	1024	30700	0.574
multi-input combinational	1226	15700	0.293
timing repair buffer	241	2180	0.0406
inverter	2	7.51	0.000140
-- logic make-up after synthesis --
logic type | count (synthesis) | synth area share
AND/OR/NAND/NOR | 146 | 0.0163
buffers and inverters | 210 | 0.0237
flip-flops | 1024 | 0.650
multiplexers | 715 | 0.253
AND-OR/OR-AND | 365 | 0.0569
-- metal layers --
layer  vias to the layer above  part of all wire  track usage
li1                      11000                 -            -
met1                     13500              0.31        0.453
met2                      2272              0.44        0.473
met3                       349              0.21        0.325
met4                        27             0.035       0.0931
met5                         -            0.0046       0.0511
No activity file was given, so power comes from the tool's default toggle rates.
