===== design.v =====
interface PCI(input CLK);  
endinterface  
`timescale 1ns / 1ps
module ALU(
    input [31:0] srcA,           
    input [31:0] srcB,           
    input [3:0] operation,       
    output logic [31:0] result   
    );
always_comb begin
    case (operation)
        4'b0000: result = srcA + srcB;                       
        4'b1000: result = srcA - srcB;                       
        4'b0110: result = srcA | srcB;                       
        4'b0111: result = srcA & srcB;                       
        4'b0100: result = srcA ^ srcB;                       
        4'b0101: result = srcA >> srcB[4:0];                 
        4'b0001: result = srcA << srcB[4:0];                 
        4'b1101: result = $signed(srcA) >>> srcB[4:0];       
        4'b0010: result = $signed(srcA) < $signed(srcB);     
        4'b0011: result = srcA < srcB;                       
        4'b1001: result = srcA;                              
        default: result = 32'b0;                             
    endcase
end
endmodule

===== run.sh =====
#!/bin/bash
# OpenROAD 26Q1-2900-gdf79404cd8, Yosys 0.63+post, stock flow scripts
make -C /OpenROAD-flow-scripts/flow DESIGN_CONFIG=/design/flow/config.mk WORK_HOME=/design/flow/orfs finish

===== config.mk =====
export PLATFORM = sky130hd
export DESIGN_NAME = ALU
export DESIGN_NICKNAME = ALU
export VERILOG_FILES = /design/flow/design.v
export SDC_FILE = /design/flow/constraint.sdc
export NUM_CORES = 4
export LEC_CHECK = 1
export CORE_UTILIZATION = 40

===== constraint.sdc =====
current_design ALU

set clk_period 17.9
set clk_io_pct 0.2

create_clock -name clk0 -period $clk_period

set non_clock_inputs [all_inputs -no_clocks]
set_input_delay [expr $clk_period * $clk_io_pct] -clock clk0 $non_clock_inputs
set_output_delay [expr $clk_period * $clk_io_pct] -clock clk0 [all_outputs]

==> Changelog: implementation <==
### Physical design

- IO buf count: 100
- Total Routed Length: 40.7 mm
- First-pass GRT wire length: 60.5 mm
- Total of max-cap violations: 0
- Die width: 150 um
- CP top delay family: buffers and inverters
- CTS hold repair buffers: 0
- Critical Path End Type: output port
- CP peak stage delay: 730 ps
- Crit-path cells: buf_2 > buf_4 > clkinv_1 > ha_1 > inv_1 > o221ai_1 > a2111oi_2 > o21ai_2 > o211ai_2 > nand3b_1 > or4_1 > a221oi_1 > a21oi_1 > clkdlybuf4s50_1
- Register area: 0 um2
- Total Power: 0.311 mW
- Gr usage total: 36.7%
- Yosys stat cell total: 1,308
- # clk buffers: 0
- Via Count: 10,599
- P_leak: 4.03 nW
- Worst slew pin tran: 916 ps
- Areal power density over the cells: 32.0 nW/um2
- Hold worst-path end: result[8]
- Library cells used by synthesis: 88
- FP Rows: 53
- WP data arrival: 8270 ps
- Via density per instance: 6.63
- Worst path bufs/invs: 5
- Flip-flops: 0
- 1st-iter DRT viols: 1,113
- CP Max Fanout: 57
- Max Slew Vio Count: 0
- Synth top cells by count: nand2_1 (131), a21oi_1 (127), nor2_1 (126), o21ai_0 (104), ha_1 (99)
- VDD IR max: 0.0128 mV
- Fmax: 0.0844 GHz
- Critical Path RT: 14,320 ps
- DRC: 0
- Syn Area/Cell: 6.71 um2
- Pre-CTS WS: 6210 ps
- Die Span Y: 150 um
- Post-synth seq share: 0%
- Netlist Area Pre-Place: 8780 um2
- Synth warn: 1
- RSZ-0062 raised after global routing: false
- Post-Synthesis Cells: 1,308
- Endpoints failing hold: 0
- Setup Viol. Count Final: 0
- Tmin final: 11,850 ps
- Hold depth: 5
- Pin count of the biggest net entering global routing: 73
- Status: finished clean
- Critical Path Slowest Stage Cell: clkinv_1
- Crit share post-route: 66.2%
- Final Util: 45.7%
- # resized after CTS: 0
- Crit Path Category: input port to output port
- Vias in the first global route: 9,756
- Avg WL per Cell: 25.5 um
- Filler cells: 2,244
- Grt ovf: 0
- Post-CTS Setup Repair Bufs: 0
- TritonRoute pass-1 iters: 6
- Core region area: 21,300 um2
- Area reported by Yosys stat: 8780 um2
- Setup ws final: 6050 ps
- Routed Antenna Nets: 0
- GP Congestion: 1.03
- Worst Hold Class: input port to output port
- Initial antenna violation count: 1
- Count leader, synth: nand2_1
- Worst rel slew slack: 38.5%
- Tool warnings: 99
- Crit start category: input port
- Die area: 22,600 um2
- Ports: 100
- Share of post-route cells with drive strength above 1: 7.41%
- Fin Setup TNS: 0 ps
- Largest type area fraction: 14.1%
- Min-delay src: srcB[4]
- DP HPWL: 31.3 mm
- Top cells by area: ha_1 (14%), a21oi_1 (7.2%), mux4_2 (7.2%)
- Yosys top cell by area: ha_1
- Initial Util: 41.3%
- Area delta synth->final: 10.8%
## placed cells by master, fill, tap and decap left out, types with 7 or more instances in the layout
cell and count:
nand3_1 20, mux2i_1 51, a211o_1 8, o211ai_1 27, o31ai_1 8, a211oi_1 23
nor3_1 31, o21ai_0 104, inv_1 87, nor4_1 9, ha_1 99, and3_1 9
o221ai_1 7, nand4_1 8, nor2_1 125, nand2b_1 14, a21oi_1 127, buf_4 20
clkdlybuf4s50_1 95, mux4_2 28, o21a_1 7, a222oi_1 9, o22ai_1 29, mux2_2 13
a31oi_1 15, o21bai_1 11, a221oi_1 27, or2_2 7, nor2b_1 15, and2_1 12
a21o_1 21, a22oi_1 12, nand2_1 131, a221o_1 15
## layout make-up
class                      instances  area, um2  area share [%]
tap                              275        344            3.54
multi-input combinational       1109       7900            81.2
timing repair buffer             119       1120            11.5
antenna                            1       2.50          0.0257
inverter                          94        360            3.70
## cells by family after synthesis
logic type | Yosys count | share of synthesized area (%)
xor+xnor | 2 | 0.199
compound gates | 510 | 39.2
simple gates | 403 | 21.0
buf+inv | 199 | 10.2
mux | 93 | 14.8
fa+ha+maj | 101 | 14.6
## routing by layer
metal  vias up  global-route usage (%)  share of wire, %
met5         -                       0                 0
met4         0                    8.99               3.2
met3        66                    7.76                10
met2       529                    54.4                43
met1      5055                    54.1                44
li1       4949                       -                 -
## stage by stage
stage / std cells / instance area, um2 / hold WS, ps
6_report: 1598 / 9730 / 8270
5_1_grt: 1598 / 9730 / 8320
4_1_cts: 1597 / 9730 / 8280
3_5_place_dp: 1597 / 9730 / 8270
3_3_place_gp: 1597 / 9730 / 8270
2_1_floorplan: 1308 / 8780 / 7260
## tightest hold or removal path, stage by stage
cell and delay [ps]:
buf_2 100, buf_4 290, a21oi_1 200, nand3_1 100, clkdlybuf4s50_1 400
## worst max path at each step
stage	startpoint	endpoint	slack, ps	depth (start not counted)
finish	srcB[4]	result[30]	6050	14
CTS	srcB[4]	result[30]	6180	14
global route	srcB[4]	result[30]	5590	14
## power by group
part           internal (mW)  switching, mW     total (mW)
clock network  0.00000000749              0  0.00000000749
registers                  0              0              0
logic                  0.124          0.188          0.311
Power and IR drop assume default switching activity.
